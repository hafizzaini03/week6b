==> flow/design.v <==
module clock_divider(clock50M, reset, slow_clock, count_div);
input clock50M, reset;
output reg slow_clock;
output reg [25:0] count_div;
parameter DIV_COUNT = 26'd24_999_999;
always @(posedge clock50M or negedge reset) begin
    if (!reset) begin
        count_div <= 0;
        slow_clock <= 0;
    end
    else begin
        if (count_div == DIV_COUNT) begin
            count_div <= 0;
            slow_clock <= ~slow_clock;
        end
        else begin
            count_div <= count_div + 1;
        end
    end
end
endmodule
==> flow/run.sh <==
#!/bin/bash
# OpenROAD 26Q1-2900-gdf79404cd8, Yosys 0.63+post, stock flow scripts
make -C /OpenROAD-flow-scripts/flow DESIGN_CONFIG=/design/flow/config.mk WORK_HOME=/design/flow/orfs finish
==> flow/config.mk <==
export PLATFORM = sky130hd
export DESIGN_NAME = clock_divider
export DESIGN_NICKNAME = clock_divider
export VERILOG_FILES = /design/flow/design.v
export SDC_FILE = /design/flow/constraint.sdc
export NUM_CORES = 4
export LEC_CHECK = 1
export CORE_AREA = 10 10 102 102
export DIE_AREA = 0 0 112 112
==> flow/constraint.sdc <==
current_design clock_divider

set clk_period 3.1
set clk_io_pct 0.2

create_clock -name clk0 -period $clk_period [get_ports {clock50M}]

set non_clock_inputs [all_inputs -no_clocks]
set_input_delay [expr $clk_period * $clk_io_pct] -clock clk0 $non_clock_inputs
set_output_delay [expr $clk_period * $clk_io_pct] -clock clk0 [all_outputs]
==> notes.md <==
### Detailed routing
- 1072 — total number of vias
- 81 — detailed router's first-iteration violation count
- 13.0 um — wire length per cell after detailed routing
- 0 — Routed Antenna Nets
- 0 — Antenna Diode Count
- 4.08 — detailed-route vias per instance
- 0 — Residual DRC
- 4 — number of detailed-route iterations in the first pass
- 3.42 mm — post-detailed-routing wire length

### Clocking
- 0 — post-CTS sizing
- 0 — hold-fix buffers at CTS
- 1 — count of H-tree levels built during CTS
- 0 — buffers inserted by post-CTS timing repair
- 3 — number of buffers added by the clock tree synthesis step
- 27 — # clock sinks
- 0.26 ns — clock latency on the worst-skew pair
- 0.08 ns — clock-pin slew on the worst setup and hold paths
- yes — clock tree from TritonCTS
- 2 — Max clock buf depth
- clkbuf_8 — root buffer cell

### Timing
- 1.96 ns — Final min period
- 0 — final tally of max-slew violations
- 0 — Finish-stage setup viols
- 0 — hold violation total from the final report
- 510 MHz — fmax
- 0.00168 ns — maximum clock skew at final layout
- 0 ns — Final TNS setup
- false — RSZ-0062 raised after global routing
- 0.729 — slew margin rel.
- 0.403 ns — actual transition at the worst max-transition pin
- 0.633 — period utilisation layout

### Logic synthesis
- 0 — number of enable-type register cells in the synthesized netlist
- dfrtp_1 — biggest area consumer among synthesized cells
- 1.00 — post-synthesis async set-or-reset flop share
- dfrtp_1 — Most common reg cell
- 127 — cell count in the Yosys report
- 10.5 um^2 — Avg Cell Area, Syn
- 29 — Cell Type Count
- 1330 um^2 — chip area in the Yosys report
- 27 — Yosys reg bits
- 1330 um^2 — Post-Syn Area
- dfrtp_1 (51%), xnor2_1 (6.6%), xor2_1 (5.9%), nor4_1 (3.8%), nand3_1 (3.4%) — Largest cells by area
- dfrtp_1 — most common cell in the synthesized netlist
- 127 — Synth Instances
- 0.508 — area share of the largest cell type after synthesis
- dfrtp_1 (27), nor2_1 (10), xnor2_1 (10) — list of most frequent post-synthesis cells
- 0.508 — fraction of the yosys area taken by sequential cells
- 1 — Yosys warning count

### Setup path
- dfrtp_1 — Slowest cell on crit path
- 17 — peak fanout along the critical path
- 3.29 ns — critical path data required time
- slow_clock — RR Endpoint
- 2.16 ns — Data arrival, critical path
- ha_1, and2_1, nand4_1, nor4_2, buf_4, xor2_1 — worst path cell trace
- 1 — count of buffering cells on the critical path with inverters included
- 6 — R2R cell count
- reg -> reg — category of the critical setup timing path
- count_div[0] — FF-to-FF Start
- 0.42 ns — Max stage delay on crit path
- simple AND/OR/NAND/NOR gates — top cell family by delay on the critical path
- flip-flop — startpoint type of the worst setup path
- flip-flop — endpoint kind of the worst setup timing path
- 1.14 ns — Worst R2R Setup Slack

### Cells and area
- 34.0% — P&R area growth vs syn
- 0.0823 — layout cells sized above 1
- 618 um^2 — total area of multi-input combinational cells
- 1780 um^2 — total non-filler cell area in the finished layout
- 0.217 — final core area utilization
- 676 um^2 — register area
- 879 — filler cell count in the final layout

### Min path
- reg -> reg — class of the tightest hold or removal check
- 1 — Hold Path Stages
- slow_clock — launch point of the worst hold path
- slow_clock — capture endpoint of the worst hold path

### Placement
- 1740 um^2 — Post-DP Area
- 2.61 mm — post-detailed-placement half-perimeter wirelength
- 28 — Port Buffer Count
- 0.794 — gp weighted congestion

### Floorplanning
- 33 — Std-Cell Rows
- 12500 um^2 — Die Outline Area
- 112 um — die height
- 112 um — die width
- 8220 um^2 — standard cell core area
- 0.162 — FP Core Util
- 29 — Boundary Pins

### Global route
- met1 — highest-utilization routing layer at the global route stage
- 0.0537 — total routing resource utilization after global routing
- 0.0195 — met3 demand-to-capacity share in global routing
- 1035 — number of global-route vias before repair
- 28 — pin count of the biggest net entering global routing
- 0 — antenna violations before repair
- 0.0787 — global routing met1 resource utilization
- 5.61 mm — global-route wire length before repair
- 0 — Congestion Overflow GR
- 0.0777 — met2 track demand over resource

### Power and ir drop
- 0.016 — combinational fraction of design power
- 0.676 nW — cell leakage power
- 0.000446 W — internal power
- 0.635 — portion of total power attributed to sequential cells
- 0.000108 W — sw power
- 0.132 mV — VDD IR-drop max
- 0.349 — share of total power in the clock network
- 311 nW/um^2 — Power Density
- 0.195 — net switching fraction of the power

### Flow run
- 0 — number of max-cap violations
- 25 — tool warnings

### Outcome
- completed — status

[cells by family after synthesis]
kind of cell,share of synthesized area
buffers and inverters,0.0264
AND-OR/OR-AND,0.0537
AND/OR/NAND/NOR,0.277
adder cells (fa/ha/maj),0.00941
flip-flops,0.508
XOR/XNOR,0.125
[cell type report]
class / count / area share
inverters: 4 / 0.00843
clock buffers: 4 / 0.0253
well taps: 105 / 0.0738
repair buffers: 30 / 0.166
multi-input cells: 93 / 0.347
flip-flops and latches: 27 / 0.379
[worst max path at each step]
stage                 cells past startpoint  slack (ns)    startpoint         end
final                                     6        1.14  count_div[0]  slow_clock
after global routing                      6        0.99  count_div[1]  slow_clock
after CTS                                 6        1.15  count_div[1]  slow_clock
[flip-flops by register name, indices dropped and copies added, names as in the netlist]
name,cells
slow_clock,1
count_div,26
[power by group through the flow]
| stage | Sequential [W] | Combinational (W) | Clock [W] |
|---|---|---|---|
| global route | 0.000352 | 0.0000107 | 0.000211 |
| CTS | 0.000352 | 0.00000952 | 0.000205 |
| finish | 0.000352 | 0.00000878 | 0.000193 |
[worst register-to-register path, delay by kind of cell (launching register included)]
kind | cells | cell delay [ns]
flops | 1 | 0.42
xor+xnor | 1 | 0.17
buf+inv | 1 | 0.29
simple gates | 3 | 0.75
fa+ha+maj | 1 | 0.26
[layout by cell type, fill, tap and decap left out, drive strengths merged]
master          n
and2            2
and4            2
nor3            4
clkbuf          4
nor2b           1
and3            1
o31ai           3
xnor2          10
nand3           9
or4             3
nor4            9
inv             4
clkdlybuf4s50  28
buf             2
nor2           10
nand4           8
a21oi           6
nand2           7
ha              1
xor2            9
nand4b          1
or3             4
o21ai           3
dfrtp          27
[per-stage QoR]
step	power (W)	instances	setup WS, ns	hold WS (ns)
6_report	0.000554	263	1.14	0.475
5_1_grt	0.000573	263	0.986	0.505
4_1_cts	0.000566	263	1.15	0.481
3_5_place_dp	0.000368	259	1.21	0.464
3_3_place_gp	0.000368	259	1.21	0.458
2_1_floorplan	0.000359	127	1.17	0.324
[routing by layer]
layer  up-vias  wire length (um)  part of all wire
li1        531                 -                 -
met1       516              1730              0.50
met2        23              1460              0.43
met3         2               219             0.064
met4         0                16            0.0047
met5         -                 0                 0
Power is estimated from default activity; no workload was simulated.
